### design/flow/design.v
`timescale 1ns / 1ps
module carry_lookahead_adder(
    input [63:0] sayi1, sayi2,
    output [63:0] toplam
    );
    wire [63:0] C;
    wire [63:0] P, G, sum;
    genvar i;
    generate
        for (i = 0; i < 64; i = i + 1) begin
            full_adder fa(sayi1[i], sayi2[i], C[i], sum[i], );
        end
    endgenerate
    genvar j;
    generate
        for (j = 0; j < 63; j = j + 1) begin
            and a1(G[j], sayi1[j], sayi2[j]);
            or o1(P[j], sayi1[j], sayi2[j]);
            wire P_and_C;
            and a2(P_and_C, P[j], C[j]);
            or o2(C[j+1], G[j], P_and_C);
        end
    endgenerate
    assign C[0] = 1'b0;
    assign toplam = sum;
endmodule
`timescale 1ns / 1ps
module full_adder(
    input a, b, c,
    output sum, carry
);
    wire carry1, carry2, sum1;
    half_adder ha1(a, b, sum1, carry1);
    half_adder ha2(sum1, c, sum, carry2);
    or or1(carry, carry1, carry2);
endmodule
`timescale 1ns / 1ps
module half_adder(
    input a, b,
    output sum, carry
);
    xor xor1(sum, a, b);
    and and1(carry, a, b);
endmodule
### design/flow/config.mk
export PLATFORM = sky130hd
export DESIGN_NAME = carry_lookahead_adder
export DESIGN_NICKNAME = carry_lookahead_adder
export VERILOG_FILES = /design/flow/design.v
export SDC_FILE = /design/flow/constraint.sdc
export NUM_CORES = 4
export LEC_CHECK = 1
export CORE_UTILIZATION = 40
### design/flow/run.sh
#!/bin/bash
# OpenROAD 26Q1-2900-gdf79404cd8, Yosys 0.63+post, stock flow scripts
make -C /OpenROAD-flow-scripts/flow DESIGN_CONFIG=/design/flow/config.mk WORK_HOME=/design/flow/orfs finish
### design/flow/constraint.sdc
current_design carry_lookahead_adder

set clk_period 18.7
set clk_io_pct 0.2

create_clock -name clk0 -period $clk_period

set non_clock_inputs [all_inputs -no_clocks]
set_input_delay [expr $clk_period * $clk_io_pct] -clock clk0 $non_clock_inputs
set_output_delay [expr $clk_period * $clk_io_pct] -clock clk0 [all_outputs]
==> CHANGELOG.md <==
### Implementation results

- Sequential area share after synthesis: 0%
- Synth warn: 0
- Die height: ~69 µm
- Stop Error: [ERROR DPL-0036] Detailed placement failed.
- Yosys Instances: 137
- Largest area contributor in the synthesized netlist: fa_1
- # rows: 23
- Mean Syn Cell Area: around 13 µm²
- RD Place Congestion: 0.784
- Yosys cell types: 5
- I/O pin total: 192
- Synthesized cell area: around 1800 µm²
- Status: aborted with a tool error
- Top cells by area: fa_1, buf_4, inv_1
- Starting Density: 43.2%
- Yosys Chip Area: 1790 µm²
- Synth top area share: approximately 70%
- Port bufs: ~190
- Syn Inst Count: 137
- Last stage: 3_5_place_dp
- Chip width: 68.9 µm
## stage by stage
step                    setup TNS, ns  total power, µW  hold slack [ns]
after floorplan               -167.15             58.9             7.65
after global placement        -204.29              115             8.46
## kinds of logic after synthesis
| logic type | share of synthesized area, % |
|---|---|
| adders and majority gates | 70.0 |
| xor gates and xnor gates | 1.26 |
| buffers and inverters | 28.7 |
## cell usage after synthesis
cell / n
ha_1: 1
buf_4: 64
xnor3_1: 1
fa_1: 62
inv_1: 9
Power is estimated from default activity; no workload was simulated.
